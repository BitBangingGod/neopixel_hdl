## run.sh

```bash
#!/bin/bash
# OpenROAD 26Q1-2900-gdf79404cd8, Yosys 0.63+post, stock flow scripts
make -C /OpenROAD-flow-scripts/flow DESIGN_CONFIG=/design/flow/config.mk WORK_HOME=/design/flow/orfs finish
```

## config.mk

```make
export PLATFORM = sky130hd
export DESIGN_NAME = led_controller
export DESIGN_NICKNAME = led_controller
export VERILOG_FILES = /design/flow/design.v
export SDC_FILE = /design/flow/constraint.sdc
export NUM_CORES = 4
export LEC_CHECK = 1
export CORE_UTILIZATION = 50
```

## constraint.sdc

```tcl
current_design led_controller

set clk_period 4.5
set clk_io_pct 0.2

create_clock -name clk0 -period $clk_period [get_ports {clk}]

set non_clock_inputs [all_inputs -no_clocks]
set_input_delay [expr $clk_period * $clk_io_pct] -clock clk0 $non_clock_inputs
set_output_delay [expr $clk_period * $clk_io_pct] -clock clk0 [all_outputs]
```

## design.v

```verilog
`timescale 1ns / 1ps
module transmitter #(
    parameter T0H = 30,
    parameter T1H = 60,
    parameter T0L = 90,
    parameter T1L = 60,
    parameter TRST = 8000,
    parameter pixel_width = 24
) (
    input wire clk,
    input wire reset,
    input wire ready_in,
    input wire [pixel_width -1 : 0] pixelData,
    output reg ready_out,
    output reg data_out
);
    localparam Ready = 0; 
    localparam WaitingForHandShake = 1;
    localparam PixelHigh = 2;
    localparam PixelLow = 3;
    localparam Reset = 4;
    reg[2:0] state;
    integer index;
    integer counter;
    integer threshold;
    reg [pixel_width -1 : 0] currentPixelData;
    initial begin
        state = Ready;
        index = 0;
        counter = 0;
        threshold = 0;
        currentPixelData = 0;
    end
    always @ (posedge clk) begin
        case (state)
            Ready: begin
                state <= WaitingForHandShake;
                ready_out <= 1;
            end
            WaitingForHandShake: begin
                if (ready_in == 1) begin
                    if (reset == 1) begin
                        state <= Reset;
                        ready_out <= 0;
                        index <= 0;
                        counter <= 0;
                        currentPixelData <= 0;
                    end else begin
                        state <= PixelHigh;
                        currentPixelData <= pixelData;
                        ready_out <= 0;
                        index <= 0;
                        counter <= 0;
                    end
                end else begin
                    state <= WaitingForHandShake;
                end
            end
            PixelHigh: begin 
                if (counter >= threshold) begin
                    state <= PixelLow;
                    counter <= 0;
                end else begin
                    state <= PixelHigh;
                    counter <= counter + 1;
                end
            end
            PixelLow: begin 
                if (counter >= threshold) begin
                    index <= index + 1;
                    if (index >= (pixel_width - 1)) begin
                        state <= Ready;
                        counter <= 0;
                    end else begin
                        state <= PixelHigh;
                        counter <= 0;
                        currentPixelData <= currentPixelData << 1;
                    end
                end else begin
                    state <= PixelLow;
                    counter <= counter + 1;
                end
            end
            Reset: begin 
                if (counter == threshold) begin
                    state <= Ready;
                    counter <= 0;
                end else begin
                    state <= Reset;
                    counter <= counter + 1;
                end
            end
        endcase
    end
    always @ (posedge clk) begin
        case (state)
            PixelHigh: begin
                threshold <= currentPixelData[(pixel_width - 1)] == 1'b0 ? T0H : T1H;
                data_out <= 1;
            end
            PixelLow: begin
                threshold <= currentPixelData[(pixel_width - 1)] == 1'b0 ? T0L : T1L;
                data_out <= 0;
            end
            Reset: begin
                threshold <= TRST;
                data_out <= 0;
            end
            default: begin
                threshold <= threshold;
                data_out <= data_out;
            end
        endcase
    end
endmodule
module led_controller # (
    parameter T0H = 30,
    parameter T1H = 60,
    parameter T0L = 90,
    parameter T1L = 60,
    parameter TRST = 8000,
    parameter ADDR_WIDTH = 32,
    parameter PIXEL_WIDTH = 24,
    parameter PIXEL_OFFSET = 4
)(
        input wire clk,
        input wire aresetn,
        input wire [ADDR_WIDTH - 1:0] dout,
        output reg [ADDR_WIDTH - 1:0] addr,
        output reg en,
        output wire led_data,
        output reg [3:0]web,
        output reg rst
    );
    localparam Idle = 0;
    localparam RequestPixelCount = 1;
    localparam WaitForPixelCount = 2;
    localparam SetPixelCount = 3;
    localparam IsValidToContinue = 4;
    localparam WaitForPixelValue = 5;
    localparam GetPixelValue = 6;
    localparam WaitForHandShake = 7;
    localparam ShakeHand = 8;
    localparam AdvanceState = 9;
    reg [3:0] state;
    reg [PIXEL_WIDTH -1 : 0] nextPixelData;
    reg [ADDR_WIDTH -1 : 0] pixelCount;
    reg [ADDR_WIDTH -1 : 0] pixelIndex;
    reg handshake;
    reg set_reset;
    wire handshake_in;
    initial begin
        state = Idle;
        pixelCount = 0;
        addr = 0;
        pixelIndex = 0;
        set_reset = 0;
        handshake = 0;
    end
    transmitter #(.T0H(T0H), .T1H(T1H), .T0L(T0L), .T1L(T1L), .TRST(TRST), .pixel_width(PIXEL_WIDTH)) transmitter_int(
        .clk(clk),
        .reset(set_reset),
        .ready_in(handshake),
        .pixelData(nextPixelData),
        .ready_out(handshake_in),
        .data_out(led_data)
    );
    always @ (posedge clk) begin
        rst <= 0;
        web <= 0;
    end
    always @ (posedge clk) begin
        if (aresetn == 1'b0) begin
            state <= Idle;
            addr <= 0;
            en <= 0;
            pixelCount <= 0;
            nextPixelData <= 0;
            set_reset <= 0;
            handshake <= 0;
            pixelIndex <= 0;
        end else begin
            case (state)
                Idle: begin
                    state <= RequestPixelCount;
                end
                RequestPixelCount: begin
                    addr <= 0;
                    en <= 1;
                    state <= WaitForPixelCount;
                end
                WaitForPixelCount: begin
                    en <= 0;
                    state <= SetPixelCount;
                end
                SetPixelCount: begin
                    pixelCount <= dout;
                    state <= IsValidToContinue;
                end
                IsValidToContinue: begin
                    if (pixelCount == 0) begin
                        state <= RequestPixelCount;
                    end else if (pixelIndex >= pixelCount) begin
                        state <= WaitForHandShake;
                        set_reset <= 1;
                    end else begin
                        addr <= addr + PIXEL_OFFSET;
                        en <= 1;
                        state <= WaitForPixelValue;
                    end
                end
                WaitForPixelValue: begin
                    state <= GetPixelValue;
                    en <= 0;
                end
                GetPixelValue: begin
                    state <= WaitForHandShake;
                    nextPixelData <= dout[PIXEL_WIDTH -1 : 0];
                end
                WaitForHandShake: begin
                    if (handshake_in == 1) begin
                        state <= ShakeHand;
                        handshake <= 1;
                    end else begin
                        state <= WaitForHandShake;
                        handshake <= 0;
                    end
                end
                ShakeHand: begin
                    if (handshake_in == 0) begin
                        state <= AdvanceState;
                        handshake <= 0;
                    end else begin
                        state <= ShakeHand;
                        handshake <= 1;
                    end
                end
                AdvanceState: begin
                    if (set_reset == 1) begin
                        state <= RequestPixelCount;
                        pixelIndex <= 0;
                        set_reset <= 0;
                    end else begin
                        state <= IsValidToContinue;
                        pixelIndex <= pixelIndex + 1;
                    end
                end
            endcase
        end
    end
endmodule
```

==> run summary <==
Synthesis and PnR results.

- The met2 track demand over resource is 31.9%.
- The internal power summed over all cells reads 3.32 mW.
- The classification of the worst setup path reads flop to flop.
- The global-route total usage across every layer reads 21.6%.
- Along the critical path, the tally of buffer and inverter instances is 1.
- The switching share of power reads 22.3%.
- The kind of path behind the tightest hold check is flop to flop.
- The number of clock buffers inserted by TritonCTS reads 25.
- The floorplan-stage core utilization is 51.0%.
- Summed over its instances, the top area cell type makes up 25.8% of the synthesized netlist area.
- The predominant post-synthesis flop cell reads sky130_fd_sc_hd__dfxtp_1.
- The clock transition at the registers of the reported paths reads 60 ps.
- The area growth from synthesis to layout is 14.1%.
- The post-detailed-placement half-perimeter wirelength is 16300 um.
- The share of total power in sequential cells reads 50.4%.
- The worst path setup slack after routing reads 1640 ps.
- The worst path needs 2860 ps of the cycle, external delays included.
- The number of enable-type register cells in the synthesized netlist is 99.
- TritonCTS built the clock tree.
- For the worst flop-to-flop path, the logic depth is 9.
- The leakage power reads 4.77 nW.
- The worst hold path was traced through 2 stages.
- The chip area line in the Yosys stat output reads 11500 um^2.
- The clock group share of total power reads 44.1%.
- The portion of the clock cycle consumed by the worst path in the final layout is 63.5%.
- The sequential-to-total area share from yosys stat reads 47.4%.
- The transition time of the tightest slew-check pin reads 878 ps.
- The biggest cell delay along the critical path is 530 ps.
- The count of H-tree levels built during CTS reads 1.
- The number of vias per cell is 5.30.
- The fraction of registers with async set or reset after synthesis is 0%.
- The compound-cell area share of the yosys netlist reads 10.5%.
- The tool warning count for the run is 25.
- The final routed DRC violation total reads 0.
- The flow ran to the end, and the final reports show no timing, DRC or antenna violations.
- The tool flagged a number of max-cap violations equal to 0.
- The mean instance size in the synthesized netlist is 8.97 um^2.
- The synthesis log from Yosys contains 2 warnings.
- The area share of and/or/nand/nor cells after synthesis reads 25.6%.
- The die is 154 um tall.
- Listed in order, past its start point the critical path passes inv_1, ha_1, nand2b_1, a2111oi_0, or4_4, a41oi_4, o21a_4, or4_1, a21oi_1.
- The final antenna diode count is 0.
- The clock skew after layout reads 7.39 ps.
- At the later pin of the worst-skew pair, clock insertion delay measures 510 ps.
- The number of failing hold endpoints at the final stage reads 0.
- The total chip power reads 4.27 mW.
- The library cell used as clock root buffer reads sky130_fd_sc_hd__clkbuf_16.
- The final standard cell utilization of the core reads 58.2%.
- The initial antenna violation count was 0.
- The count of clock tree sinks is 224.
- The count of endpoints failing setup in the final report is 0.
- The OpenROAD report gives the critical path a required time of 4940 ps.
- The chip occupies 23700 um^2.
- The cell area after technology mapping is 11500 um^2.
- The headroom to the max-slew limit reads 41.3%.
- Setup repair after global routing left no endpoint under its margin.
- The region available for standard cell placement spans 22600 um^2.
- The arrival time of the worst setup path is 3300 ps.
- The biggest combinational cell group after synthesis reads simple AND/OR/NAND/NOR gates.
- The arithmetic-cell share of the synthesized area counting full adders, half adders and majority gates reads 5.09%.
- The pre-CTS setup slack is 1650 ps.
- The total number of vias reads 8708.
- The number of buffers inserted by post-CTS setup repair is 0.
- The violation count after the first detailed-route iteration is 443.
- The timing-limited maximum frequency reads 350 MHz.
- The total overflow reported by the global router reads 0.
- The post-CTS resize count reads 0.
- The via count of the first global-routing pass is 7925.
- The horizontal die dimension is 154 um.
- The number of filler instances in the final layout is 1989.
- Combinational logic burns 5.5% of the power.
- STA classifies the critical path startpoint as a flop.
- For reference, the top cells by area after synthesis are sky130_fd_sc_hd__edfxtp_1, sky130_fd_sc_hd__dfxtp_1, sky130_fd_sc_hd__nand2_1.
- The largest net degree at the start of global routing is 71.
- The total negative slack for setup checks reads 0 ps.
- For the worst min-delay path, the startpoint reported by OpenROAD is nextPixelData[0].
- The post-synthesis cell type count reads 63.
- The number of rows in the core area reads 55.
- The origin of the critical flop-to-flop path reads pixelIndex[0].
- The largest buffer count on any clock path is 3.
- The synthesized flop and latch total is 224.
- The number of buffers added to fix hold violations after cts is 0.
- The highest supply drop recorded on VDD is 0.268 mV.
- The layer carrying the most global-route usage is met1.
- The number of instances in the synthesized netlist is 1287.
- The maximum fanout count along the critical path is 28.
- The final weighted congestion in routability-driven placement is 0.849.
- The met3 global-route usage reads 2.15%.
- The number of nets with antenna violations after routing reads 0.
- The proportion of layout cells with a drive suffix above 1 reads 5.30%.
- Summing the areas of all xor and xnor instances in the mapped netlist gives 6.91% of the synthesized area.
- The standard cell with the maximum stage delay on the critical path is sky130_fd_sc_hd__or4_1.
- The routed length per instance reads 14.5 um.
- The cell type contributing the most total cell area after synthesis reads sky130_fd_sc_hd__edfxtp_1.
- The net switching component of the power reads 953 uW.
- Across all hold checks on the routed design, the worst slack comes to 463 ps.
- The power density over the cells is 324 nW/um^2.
- The worst hold path endpoint is nextPixelData[0].
- STA classifies the critical path endpoint as a flop.
- STA lists the endpoint of the worst register-to-register path as addr[10].
- The boundary pin count is 73.
- For this run, global-route usage on met1 was measured as 36.7%.
- Measured against the total synthesized area, the mux share comes to 0.0867%.
- The worst reg-to-reg setup slack reads 1640 ps.
- The critical path starts at pixelIndex[0].
- In the final report, the number of pins over their slew limit comes to 0.
- The final wirelength is 23900 um.
- The kind of cell with the highest combined delay on the critical path is AND-OR/OR-AND gates.
- The count of buffers added on input and output ports is 65.
- The first global-routing pass estimated 40000 um of wire.
- The first detailed-routing pass took 6 iterations.
- The yosys stat cell total is 1287.
## cell families (layout without fill, tap and decap cells)
kind of cell	after synthesis	count (layout)
fa+ha+maj	47	47
compound gates	181	181
xor+xnor	91	91
flops	224	224
buf+inv	120	186
mux	1	1
simple gates	622	622
other cells	1	7
## Yosys cell counts, types with 2 or more instances
master and number:
sky130_fd_sc_hd__a21boi_0 59, sky130_fd_sc_hd__a21o_1 3, sky130_fd_sc_hd__a21oi_1 49, sky130_fd_sc_hd__a31o_1 5, sky130_fd_sc_hd__and2_1 13, sky130_fd_sc_hd__and3_1 19
sky130_fd_sc_hd__and4_1 15, sky130_fd_sc_hd__buf_4 12, sky130_fd_sc_hd__clkbuf_1 44, sky130_fd_sc_hd__dfxtp_1 125, sky130_fd_sc_hd__edfxtp_1 99, sky130_fd_sc_hd__ha_1 47
sky130_fd_sc_hd__inv_1 61, sky130_fd_sc_hd__nand2_1 234, sky130_fd_sc_hd__nand2b_1 3, sky130_fd_sc_hd__nand3_1 71, sky130_fd_sc_hd__nand4_1 43, sky130_fd_sc_hd__nand4b_1 7
sky130_fd_sc_hd__nor2_1 139, sky130_fd_sc_hd__nor2b_1 5, sky130_fd_sc_hd__nor3_1 19, sky130_fd_sc_hd__nor3_2 2, sky130_fd_sc_hd__nor4_1 22, sky130_fd_sc_hd__nor4b_1 2
sky130_fd_sc_hd__o21a_1 5, sky130_fd_sc_hd__o21ai_0 21, sky130_fd_sc_hd__o21ai_1 15, sky130_fd_sc_hd__o21ai_2 2, sky130_fd_sc_hd__o22ai_1 2, sky130_fd_sc_hd__o31ai_1 4
sky130_fd_sc_hd__or2_2 3, sky130_fd_sc_hd__or3_1 12, sky130_fd_sc_hd__or4_1 6, sky130_fd_sc_hd__xnor2_1 39, sky130_fd_sc_hd__xor2_1 52
## worst register-to-register path, cell delays in order (launching register included)
cell and delay (ps):
sky130_fd_sc_hd__dfxtp_1 360, sky130_fd_sc_hd__inv_1 70, sky130_fd_sc_hd__ha_1 260, sky130_fd_sc_hd__nand2b_1 140, sky130_fd_sc_hd__a2111oi_0 450, sky130_fd_sc_hd__or4_4 230, sky130_fd_sc_hd__a41oi_4 220, sky130_fd_sc_hd__o21a_4 390
sky130_fd_sc_hd__or4_1 540, sky130_fd_sc_hd__a21oi_1 140
## metal layers
layer	vias up	routed length, um
li1	4606	-
met1	3955	12400
met2	119	10300
met3	28	774
met4	0	428
met5	-	0
## power by group through the flow
stage,Combinational [mW],Sequential (mW),Clock (mW)
6_report,0.236,2.15,1.88
5_1_grt,0.265,2.15,2.02
4_1_cts,0.240,2.15,1.94
## cell type report
cell class | count | area [um^2] | area share (%)
clock buffers | 39 | 718 | 5.45
clock inverters | 6 | 33.8 | 0.256
inverters | 62 | 233 | 1.77
multi-input cells | 949 | 5610 | 42.6
flip-flops and latches | 224 | 5480 | 41.6
well taps | 285 | 357 | 2.71
repair buffers | 79 | 751 | 5.70
## state kept, by name, indices dropped and copies added, names as in the netlist
name / cells
handshake: 1
nextPixelData: 24
state: 4
pixelIndex: 32
en: 1
transmitter_int.threshold: 6
transmitter_int.currentPixelData: 24
transmitter_int.index: 32
transmitter_int.state: 3
pixelCount: 32
addr: 30
set_reset: 1
transmitter_int.counter: 32
transmitter_int.data_out: 1
transmitter_int.ready_out: 1
## cell usage in the layout (no fill, tap or decap), drive strengths merged, types with 19 or more instances in the layout
cell type,count
nand4,43
xor2,52
nor2,139
xnor2,39
clkdlybuf4s50,64
a21oi,49
a21boi,60
nand3,71
o21ai,38
and3,19
dfxtp,125
ha,47
edfxtp,99
nor3,21
inv,62
nor4,23
clkbuf,39
nand2,234
## through the flow
stage	cells	instance area [um^2]
6_report	1644	13200
5_1_grt	1644	13200
4_1_cts	1644	13200
3_5_place_dp	1599	12400
3_3_place_gp	1599	12400
2_1_floorplan	1293	11600
## worst max path at each step
stage | end | slack (ps) | cells after the start
4_1_cts | addr[10] | 1630 | 9
5_1_grt | addr[10] | 1390 | 9
6_report | addr[10] | 1640 | 9
Power is estimated from default activity; no workload was simulated.
